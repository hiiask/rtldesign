==> design/flow/design.v <==
`timescale 1ns / 1ps
module  counter4_updown (       
				output reg [3:0] cnt,
				input wire clock, reset, up );              
	reg [3:0] current_state, next_state;
	parameter 	c0 = 4'b0000, 
				c1 = 4'b0001, 
				c2 = 4'b0010, 
				c3 = 4'b0011,
				c4 = 4'b0100, 
				c5 = 4'b0101, 
				c6 = 4'b0110, 
				c7 = 4'b0111,
				c8  = 4'b1000, 
				c9  = 4'b1001, 
				c10 = 4'b1010, 
				c11 = 4'b1011,
				c12 = 4'b1100, 
				c13 = 4'b1101, 
				c14 = 4'b1110, 
				c15 = 4'b1111;                 
	always @ ( posedge clock or negedge reset )
		begin : state_memory
			if (!reset)
				current_state <= c0;
			else
				current_state <= next_state;
		end  
	always @ ( current_state or up )
		begin : next_state_logic
			case (current_state)
				c0	:	if (up ==1'b1)
								next_state = c1;
						else
								next_state = c15;
				c1	:	if (up ==1'b1)
								next_state = c2;
						else
								next_state = c0;
				c2	:	if (up ==1'b1)
								next_state = c3;
						else
								next_state = c1;
				c3	:	if (up ==1'b1)
								next_state = c4;
						else
								next_state = c2;
				c4	:	if (up ==1'b1)
								next_state = c5;
						else
								next_state = c3;
				c5	:	if (up ==1'b1)
								next_state = c6;
						else
								next_state = c4;
				c6	:	if (up ==1'b1)
								next_state = c7;
						else
								next_state = c5;
				c7	:	if (up ==1'b1)
								next_state = c8;
						else
								next_state = c6;
				c8	:	if (up ==1'b1)
								next_state = c9;
						else
								next_state = c7;
				c9	:	if (up ==1'b1)
								next_state = c10;
						else
								next_state = c8;
				c10	:	if (up ==1'b1)
								next_state = c11;
						else
								next_state = c9;
				c11	:	if (up ==1'b1)
								next_state = c12;
						else
								next_state = c10;
				c12	:	if (up ==1'b1)
								next_state = c13;
						else
								next_state = c11;
				c13	:	if (up ==1'b1)
								next_state = c14;
						else
								next_state = c12;
				c14	:	if (up ==1'b1)
								next_state = c15;
						else
								next_state = c13;
				c15	:	if (up ==1'b1)
								next_state = c0;
						else
								next_state = c14;
				default : next_state = c0;
			endcase
		end    
		always @ (current_state)    
			begin : output_logic
				case (current_state)
					c0 : cnt = 4'b0000; 
					c1 : cnt = 4'b0001; 
					c2 : cnt = 4'b0010;
					c3 : cnt = 4'b0011;
					c4 : cnt = 4'b0100;
					c5 : cnt = 4'b0101;
					c6 : cnt = 4'b0110;
					c7 : cnt = 4'b0111;
					c8  : cnt = 4'b1000;
					c9  : cnt = 4'b1001;
					c10 : cnt = 4'b1010;
					c11 : cnt = 4'b1011;
					c12 : cnt = 4'b1100;
					c13 : cnt = 4'b1101;
					c14 : cnt = 4'b1110;
					c15 : cnt = 4'b1111;
					default : cnt = 4'b0000;
				endcase
			end  
endmodule  
==> design/flow/run.sh <==
#!/bin/bash
# OpenROAD 26Q1-2900-gdf79404cd8, Yosys 0.63+post, stock flow scripts
make -C /OpenROAD-flow-scripts/flow DESIGN_CONFIG=/design/flow/config.mk WORK_HOME=/design/flow/orfs finish
==> design/flow/config.mk <==
export PLATFORM = sky130hd
export DESIGN_NAME = counter4_updown
export DESIGN_NICKNAME = counter4_updown
export VERILOG_FILES = /design/flow/design.v
export SDC_FILE = /design/flow/constraint.sdc
export NUM_CORES = 4
export LEC_CHECK = 1
export CORE_AREA = 10 10 70 70
export DIE_AREA = 0 0 80 80
==> design/flow/constraint.sdc <==
current_design counter4_updown

set clk_period 1.6
set clk_io_pct 0.2

create_clock -name clk0 -period $clk_period [get_ports {clock}]

set non_clock_inputs [all_inputs -no_clocks]
set_input_delay [expr $clk_period * $clk_io_pct] -clock clk0 $non_clock_inputs
set_output_delay [expr $clk_period * $clk_io_pct] -clock clk0 [all_outputs]
==> results.txt <==
Implementation summary

The flow ran to the end, and the final reports show no timing, DRC or antenna violations. The number of warnings printed during yosys synthesis is 1. Counting tap cells, the placed design contains a total of 66 instances. The I/O pin count is 7. In this run the remaining antenna-violating nets after routing total 0.

The depth of the CTS H-tree is 1. In this run the full chip footprint comes out at around 6400 µm². In this run the worst hold path is classified as input pin to asynchronous set/reset pin. Entering global routing, the biggest net connects 7 pins. For this configuration, the core starts out at a cell density of 4.98%. STA classifies the critical path startpoint as a register. CTS placed an instance of clkbuf_4 at the clock tree root. The total setup violations reported at the end of the flow is 0. The area of the core is between 3000 and 4000 µm². The clock buffer count from CTS is 3. Detailed-route iteration 0 reported a violation count of 1. The number of antenna repair diodes is 0. The ratio of routed vias to standard cells is ~2.1. The final cycle utilization of the critical path is ~93%. Per the skew report, the later register of the worst-skew pair sees a clock latency of around 240 ps.

The chip width is 80 µm. The final weighted congestion in routability-driven placement is around 0.66. Pins over their slew limit in the final report were tallied at 0. The multi-input combinational cell area is about 66 µm². The clock tree from TritonCTS is done. The layout-stage area growth over the synthesis result is 82.4%. The slew check shows that the tightest pin keeps a relative margin of between 80 and 90%. The total global-route track usage is roughly 1.6%. The synthesized cell area is around 170 µm². The final timing report lists clock skew as ~3.8 ps.

The kind of end point of the critical path is an output pin. The sequential cell area is approximately 100 µm². The final-layout setup total negative slack is 0 ps. The remaining routing DRC violations is 0.

The clock period could shrink to 1490 ps. The number of buffers inserted by hold repair at cts is 0. The die is 80 µm tall. The family of cells with the greatest summed delay on the critical path is buffers and inverters. The power after layout is roughly 0.46 mW. The stage-log warning count is 25. Setup repair after global routing left no endpoint under its margin. Buffers placed on the I/O ports in this run total 6.

For this run, the slowest stage of the critical path takes approximately 510 ps. The data arrival at the endpoint of the critical path is approximately 1200 ps. The power report puts the leakage power at approximately 0.11 nW. The initial antenna violation count is 0.

The average routed wire per standard cell is approximately 6.9 µm. The cell count after synthesis came out at 14. The via count of the first global-routing pass is about 160. Counting along the longest clock path gives a buffer depth of 2. The path type of the worst setup path is register to output pin. The total wire length after detailed routing is about 480 µm. The top fanout value on the critical path is 6.

After the flow finishes, the layout carries non-filler instances totaling 69. Per the post-run analysis, buffers plus inverters along the critical path come to 1. The number of flip-flops in the largest register is 4. The synthesis stat section lists a flop and latch total of 4. In the Yosys report the total cell count is 14. The clock transition at the registers of the reported paths is about 40 ps. The per-instance average area after synthesis is ~12 µm². The post-route netlist has between 10% and 20% of its cells at a drive strength greater than 1. The clock tree has to reach 4 sinks. The largest registers in the layout are current_state (4). Detailed placement finished with a half-perimeter wire length of between 300 and 400 µm.

Power spread over the standard cell area amounts to about 1500 nW/µm². The routed layout has about 140 vias. The cell sequence reported for the critical path is clkdlybuf4s50_1. Among all stages on the critical path, the largest delay is contributed by clkdlybuf4s50_1. After clock tree synthesis, the repair step resized 0 gates. The register share after synthesis is 58.8%. The synthesized chip area reported by yosys is approximately 170 µm².

The global-route congestion overflow total is 0. According to the floorplan log, the row count is 21. The first global-routing pass estimated roughly 730 µm of wire. The number of different library cells used by synthesis comes to 9. The register with the most flip-flops in the final layout is current_state.

The worst-case vdd ir drop is approximately 0.00064 V. The transition at the pin with the smallest max-transition slack is 238 ps. The number of endpoints with negative hold slack in the final report is 0. Derived from the worst setup path, the maximum achievable clock frequency is 670 MHz.

The buffers inserted during post-CTS setup optimization is 0. The required time at the worst-slack endpoint is approximately 1300 ps. The filler cell count in the final layout is 407.

The reported max-cap violation count is 0. The first detailed-routing pass ran for 4 iterations.
where the power goes:
group	internal [mW]	leakage (nW)	switching (mW)
Sequential	0.143	0.0496	0.0460
Clock	0.0838	0.0138	0.0409
Combinational	0.110	0.0451	0.0377
worst reg2reg max path: cells and delay by family, from the launching register on:
| family | cells | cell delay (ps) |
|---|---|---|
| AOI/OAI and AO/OA | 1 | 100 |
| xor gates and xnor gates | 1 | 140 |
| DFF | 1 | 420 |
| and+or+nand+nor | 1 | 290 |
per-layer routing:
layer / global-route usage [%] / share of wire, %
met5: 0 / 0
met4: 0.176 / 1.0
met3: 2.05 / 18
met2: 1.36 / 23
met1: 2.33 / 57
cell type report:
| type | count | share of cell area (%) |
|---|---|---|
| inverters | 1 | 1.21 |
| flip-flops and latches | 4 | 32.3 |
| well taps | 46 | 18.5 |
| clock buffers | 3 | 7.26 |
| repair buffers | 6 | 19.4 |
| multi-input cells | 9 | 21.4 |
cell usage in the layout, fill, tap and decap left out:
cell / Yosys / routed
clkdlybuf4s50_1: 0 / 6
inv_1: 1 / 1
clkbuf_4: 0 / 3
and2_4: 1 / 1
nor4_1: 1 / 1
nor3_1: 1 / 1
a21oi_1: 1 / 1
a31oi_1: 1 / 1
xnor2_1: 3 / 3
dfrtp_1: 4 / 4
xor2_1: 1 / 1
worst paths after layout:
path | start | endpoint | slack (ps) | depth (start not counted)
hold / removal | reset | current_state[3] | 300 | 1
min in group clk0 | current_state[3] | current_state[3] | 470 | 1
max in group asynchronous | reset | current_state[0] | 1120 | 1
hold reg to reg | current_state[3] | current_state[3] | 470 | 1
setup / recovery | current_state[0] | cnt[0] | 110 | 1
setup reg to reg | current_state[1] | current_state[3] | 540 | 3
kinds of logic after synthesis:
| kind of cell | count (synthesis) | share of synthesized area (%) |
|---|---|---|
| AOI/OAI and AO/OA | 2 | 6.62 |
| DFF | 4 | 58.8 |
| and+or+nand+nor | 3 | 11.8 |
| buffers and inverters | 1 | 2.20 |
| xor gates and xnor gates | 4 | 20.6 |
metrics by stage:
stage	setup WS (ps)	hold slack (ps)	util [%]	instance area (µm²)
after detailed placement	203	472	8.42	288
after floorplan	647	24.4	-	170
after global placement	272	463	8.42	288
after CTS	102	287	9.08	310
after global routing	31.0	294	9.08	310
final	109	295	9.08	310
cell usage after synthesis:
cell type | count | area [µm²]
inv_1 | 1 | 3.75
a31oi_1 | 1 | 6.26
a21oi_1 | 1 | 5.00
and2_4 | 1 | 8.76
dfrtp_1 | 4 | 100
nor3_1 | 1 | 5.00
nor4_1 | 1 | 6.26
xor2_1 | 1 | 8.76
xnor2_1 | 3 | 26.3
Power is estimated from default activity; no workload was simulated.
