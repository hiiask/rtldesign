===== design/flow/config.mk =====
export PLATFORM = sky130hd
export DESIGN_NAME = divider
export DESIGN_NICKNAME = divider
export VERILOG_FILES = /design/flow/design.v
export SDC_FILE = /design/flow/constraint.sdc
export NUM_CORES = 4
export LEC_CHECK = 1
export CORE_UTILIZATION = 30

===== design/flow/run.sh =====
#!/bin/bash
# OpenROAD 26Q1-2900-gdf79404cd8, Yosys 0.63+post, stock flow scripts
make -C /OpenROAD-flow-scripts/flow DESIGN_CONFIG=/design/flow/config.mk WORK_HOME=/design/flow/orfs finish

===== design/flow/constraint.sdc =====
current_design divider

set clk_period 254.1
set clk_io_pct 0.2

create_clock -name clk0 -period $clk_period [get_ports {clock}]

set non_clock_inputs [all_inputs -no_clocks]
set_input_delay [expr $clk_period * $clk_io_pct] -clock clk0 $non_clock_inputs
set_output_delay [expr $clk_period * $clk_io_pct] -clock clk0 [all_outputs]

===== design/flow/design.v =====
module divider 
        (
                input integer data1,
                input integer data2,
                input wire clock, 
                input wire reset_n,
                output integer q,
                output integer r
        );
        always @ ( posedge clock)
                begin
                        if ( !reset_n )
                                begin
                                        q = 0;
                                        r = 0;
                                end
                        else
                                begin
                                        q = data1 / data2;
                                        r = data1 - (data2*q);
                                end
                end
endmodule : divider

==> flow_summary.json <==
{
  "finalMaxSlewViolations": 0,
  "cp.required_ns": 254.42,
  "post_drt_wl_per_cell_um": 23.0,
  "cts_buffers": 9,
  "synth_flop_count": 64,
  "grt_antenna_before_repair": 23,
  "dpl.hpwl_um": 163000,
  "dp_cells": 8791,
  "fp_util_pct": 30.3,
  "worstSetupStartpointType": "input pin",
  "cts_buffer_depth": 2,
  "cp_max_fo": 35,
  "die_w_um": 406,
  "grt_first_pass_wirelength_um": 303000,
  "yosysCellCount": 6569,
  "ctsHoldBuffers": 0,
  "synth.distinct_cells": 103,
  "syn_area_um2": 48900,
  "ctsRootBufferMaster": "clkbuf_16",
  "placedInstanceArea_um2": 53700,
  "drive_above_1_share_pct": 6.60,
  "grt_pass1_vias": 47274,
  "cpPeakStageDelay_ns": 0.96,
  "synth_cells": 6569,
  "max_cap_violations": 0,
  "ant_nets": 0,
  "max_slew_margin_pct": 14.4,
  "setup_tns_ns": 0,
  "die-area_um2": 165000,
  "crit_buf_inv": 33,
  "drc_errors": 0,
  "fmax_ghz": 0.00653,
  "fill_cells": 16937,
  "die_h_um": 406,
  "ys_chip_area_um2": 48900,
  "grt_max_degree": 54,
  "worst_slack_ns": 100.99,
  "clk_pin_slew_ns": 0.09,
  "post-route-min-period_ns": 153.11,
  "status": "finished, final reports clean",
  "async_reset_ff_share_pct": 0,
  "setup_viol": 0,
  "crit_family": "AND-OR/OR-AND gates",
  "finalClockPeriodUsage_pct": 60.3,
  "cts_setup_buffers": 0,
  "grtUsageTotal_pct": 25.2,
  "htreeDepth": 3,
  "fin_util_pct": 33.6,
  "cts_sinks": 64,
  "hold_class": "in -> reg",
  "port_buffers": 129,
  "tool_warnings": 28,
  "worst-setup-path-type": "in -> reg",
  "viasPerCell": 5.52,
  "cts_tree": "yes",
  "grt_overflow": 0,
  "edf_count": 0,
  "ys_warn_count": 1,
  "end_kind": "flip-flop",
  "first_iter_violations": 4021,
  "drt-pass1-iter-count": 6,
  "cp.arrival_ns": 153.43,
  "vias": 48649,
  "fp-row-count": 147,
  "drt-total-wl_um": 203000,
  "syn_avg_cell_area_um2": 7.44,
  "crit_slowest_cell": "a221oi_1",
  "rsz0062_at_grt": "no",
  "finalWeightedCongestion": 1.04,
  "post-place-ws_ns": 103.16,
  "worst_pin_slew_ns": 1.27,
  "layoutNonFillerInstCount": 8812,
  "area_growth_syn_to_layout_pct": 10.6,
  "ys_seq_share_pct": 2.62,
  "cts_resized": 0,
  "finalHoldViolations": 0,
  "stdcell_area_um2": 54100,
  "design.core.area_um2": 161000,
  "num_io_pins": 130,
  "dominantRegCellSynth": "dfxtp_1",
  "crit_path_frequent_cell": "ha_1"
}
## metal layers
metal / up-vias / GRT usage [%] / part of all wire [%]
li1: 22915 / - / -
met1: 23237 / 35.3 / 44
met2: 2104 / 38.0 / 43
met3: 365 / 7.20 / 9.9
met4: 28 / 7.20 / 3.7
met5: - / 0 / 0.084
## placed cells by master, fill, tap and decap left out, types with 27 or more instances in the layout
cell type        count
nand4_1             69
a21boi_0            27
buf_4              194
nor2_1             517
o21ai_0            254
nor3_1             176
clkdlybuf4s50_1    126
a31oi_1             79
dfxtp_1             64
nor2b_1             64
mux2i_1             38
nand2_1            868
or3_1               65
and3_1              48
nor4_1              27
and2_1             213
a21o_1             134
xor2_1             151
a21oi_1            378
ha_1               693
fa_1               440
o21a_1             139
xnor2_1            283
a211oi_1            38
inv_1              648
or2_2               48
o21bai_1            36
nand2b_1            54
mux2_2              79
o211ai_1            43
nand3_1            151
o31ai_1             68
## cell usage after synthesis (36+ instances only)
cell	instances	area, um2
mux2i_1	39	390
o21a_1	139	1040
nor2_1	519	1950
o211ai_1	43	323
and3_1	48	300
o21ai_0	255	1280
and2_1	213	1330
ha_1	693	8670
nor3_1	181	906
a211oi_1	39	293
dfxtp_1	64	1280
nand2_1	868	3260
a21oi_1	378	1890
xnor2_1	305	2670
o21bai_1	36	270
nand2b_1	54	338
inv_1	648	2430
mux2_2	79	890
xor2_1	163	1430
or3_1	65	407
a31oi_1	79	494
nand4_1	69	432
nor2b_1	64	400
clkbuf_1	223	837
o31ai_1	69	518
nand3_1	151	756
fa_1	440	8810
or2_2	48	300
a21o_1	134	1010
## cells by family (layout without fill, tap and decap cells)
kind of cell / Yosys count / count (layout) / share of synthesized area (%)
DFF: 64 / 64 / 2.62
other: 0 / 5 / 0
xor gates and xnor gates: 480 / 480 / 8.93
buffers and inverters: 910 / 988 / 7.11
AOI/OAI and AO/OA: 1471 / 1471 / 19.9
muxes: 119 / 119 / 2.65
and+or+nand+nor: 2392 / 2392 / 23.1
adders and majority gates: 1133 / 1133 / 35.7
## registers in the layout, summed over array words and instances (netlist names)
signal,flops
r,32
q,32
## final cells by class
cell class	count	area (um2)	share of cell area [%]
clock buffer	9	225	0.416
inverter	649	2440	4.50
timing repair buffer	323	2730	5.05
antenna	5	12.5	0.0231
multi-input combinational	5595	44600	82.4
tap	2160	2700	5.00
clock inverter	7	125	0.231
sequential	64	1280	2.37
## final timing paths
kind  slack, ns     start  depth (start not counted)     to
max      100.99  data2[1]                        368  r[31]
min       51.03   reset_n                          2  q[22]
## through the flow
stage / hold slack, ns
2_1_floorplan: 51.06
3_3_place_gp: 51.45
3_5_place_dp: 51.44
4_1_cts: 51.02
5_1_grt: 51.03
6_report: 51.03
