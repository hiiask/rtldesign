## ./run.sh

```bash
#!/bin/bash
# OpenROAD 26Q1-2900-gdf79404cd8, Yosys 0.63+post, stock flow scripts
make -C /OpenROAD-flow-scripts/flow DESIGN_CONFIG=/design/flow/config.mk WORK_HOME=/design/flow/orfs finish
```

## ./config.mk

```make
export PLATFORM = sky130hd
export DESIGN_NAME = top_dual_fifo
export DESIGN_NICKNAME = top_dual_fifo
export VERILOG_FILES = /design/flow/design.v
export SDC_FILE = /design/flow/constraint.sdc
export NUM_CORES = 4
export LEC_CHECK = 1
export CORE_UTILIZATION = 50
```

## ./constraint.sdc

```tcl
current_design top_dual_fifo

set clk_period 4.0
set clk_io_pct 0.2

create_clock -name clk0 -period $clk_period [get_ports {rclk}]
create_clock -name clk1 -period $clk_period [get_ports {wclk}]

set non_clock_inputs [all_inputs -no_clocks]
set_input_delay [expr $clk_period * $clk_io_pct] -clock clk0 $non_clock_inputs
set_output_delay [expr $clk_period * $clk_io_pct] -clock clk0 [all_outputs]
```

## ./design.v

```verilog
module bin2gray # ( parameter SIZE = 4 )
    (
        input  [SIZE-1:0] bin,
        output [SIZE-1:0] gray
    );
    assign gray = bin ^ (bin >> 1);
endmodule
module dualport_ram # ( parameter AWIDTH = 9, parameter DWIDTH = 16 )
    (
        input                       arst_n,       
        input                       wclk,         
        input                       wen,          
        input [AWIDTH-1:0]          waddr,        
        input [DWIDTH-1:0]          wdata,        
        input                       rclk,         
        input                       ren,          
        output reg                  rdv,          
        input       [AWIDTH-1:0]    raddr,        
        output reg [DWIDTH-1:0]     rdata         
    );
  reg [DWIDTH-1:0] mem [0:2**AWIDTH-1];           
  always @(posedge wclk) 
      begin                                       
        if (wen)
          mem[waddr] <= wdata;                  
      end
  always @(posedge rclk, negedge arst_n) 
      begin                                       
        if (!arst_n)
            rdv <= 1'b0;
        else
            rdv <= ren;
      end
  always @(posedge rclk, negedge arst_n) 
      begin                                       
        if (!arst_n)
            rdata <= 1'b0;
        else if (ren)
            rdata <= mem[raddr];
      end
endmodule
module gray2bin # ( parameter SIZE = 4 )
    (
        input      [SIZE-1:0] gray,
        output reg [SIZE-1:0] bin
    );
    integer k;
    always @* 
        begin  
            for (k = 0; k < SIZE; k = k+1) 
                begin
                    bin[k] = ^(gray >> k);
                end
        end
endmodule
module rlogic # ( parameter AWIDTH = 4 )
    (
        input                   rclk,             
        input                   arst_n,           
        input                   rrq,              
        input      [AWIDTH:0]   wgray,            
        output     [AWIDTH:0]   rgray,            
        output     [AWIDTH-1:0] raddr,            
        output reg              rempty,           
        output                  ren               
    );
    reg [AWIDTH:0]  wgray_step1;                  
    reg [AWIDTH:0]  wgray_rsync;                  
    wire [AWIDTH:0] wgray_rsync_bin;              
    reg [AWIDTH:0]  rbincounter;                  
    wire [AWIDTH:0] rbincounter_next;             
    assign raddr = rbincounter[AWIDTH-1:0];       
    assign ren = rrq && !rempty;                  
    always @(posedge rclk, negedge arst_n) 
        begin
            if (!arst_n) 
                begin
                    wgray_step1 <= 0;
                    wgray_rsync  <= 0;
                end 
            else 
                begin
                    wgray_step1 <= wgray;         
                    wgray_rsync <= wgray_step1;   
                end
        end
    always @(posedge rclk, negedge arst_n) 
        begin
            if (!arst_n)
                rbincounter <= 0;
            else
                rbincounter <= rbincounter_next;
        end
    assign rbincounter_next = (rrq && !rempty) ? (rbincounter + 1'b1) : rbincounter;
    bin2gray #( .SIZE(AWIDTH+1) ) bin2gray ( .bin (rbincounter), .gray (rgray) );
    gray2bin #( .SIZE(AWIDTH+1) ) gray2bin ( .gray (wgray_rsync), .bin (wgray_rsync_bin) );
    always @(posedge rclk, negedge arst_n) 
        begin
            if (!arst_n)
                rempty <= 0;
            else 
                begin
                    rempty <= (wgray_rsync_bin == rbincounter_next);
                end
        end
endmodule
module top_dual_fifo # ( parameter AWIDTH = 3, parameter DWIDTH = 16 )
    (
        input                   arst_n,  
        input                   wclk,    
        input                   wdv,     
        input   [DWIDTH-1:0]    wdata,   
        output                  wfull,   
        input                   rclk,    
        input                   rrq,     
        output  [DWIDTH-1:0]    rdata,   
        output                  rempty,  
        output                  rdv      
    );
    wire [AWIDTH:0]     rgray;
    wire [AWIDTH:0]     wgray;
    wire [AWIDTH-1:0]   waddr;
    wire [AWIDTH-1:0]   raddr;
    wire                wen;
    wire                ren;
    wlogic  #( .AWIDTH(AWIDTH) ) wlogic
                                        (
                                            .wclk       (wclk   ),
                                            .arst_n     (arst_n ),
                                            .wdv        (wdv    ),
                                            .rgray      (rgray  ),
                                            .wgray      (wgray  ),
                                            .waddr      (waddr  ),
                                            .wfull      (wfull  ),
                                            .wen        (wen    )
                                        );
    rlogic  #( .AWIDTH(AWIDTH) ) rlogic
                                        (
                                            .rclk       (rclk   ),
                                            .arst_n     (arst_n ),
                                            .rrq        (rrq    ),
                                            .wgray      (wgray  ),
                                            .rgray      (rgray  ),
                                            .raddr      (raddr  ),
                                            .rempty     (rempty ),
                                            .ren        (ren    )
                                        );
    dualport_ram  #( .AWIDTH(AWIDTH), .DWIDTH(DWIDTH) ) dualport_ram
                                                                    (
                                                                        .arst_n  (arst_n  ),
                                                                        .wclk    (wclk    ),
                                                                        .wen     (wen     ),
                                                                        .waddr   (waddr   ),
                                                                        .wdata   (wdata   ),
                                                                        .rclk    (rclk    ),
                                                                        .raddr   (raddr   ),
                                                                        .rdata   (rdata   ),
                                                                        .ren     (ren     ),
                                                                        .rdv     (rdv     )
                                                                    );
endmodule
module wlogic # ( parameter AWIDTH = 4 )
    (
        input                   wclk,    
        input                   arst_n,  
        input                   wdv,     
        input      [AWIDTH:0]   rgray,   
        output     [AWIDTH:0]   wgray,   
        output     [AWIDTH-1:0] waddr,   
        output reg              wfull,   
        output                  wen      
    );
    reg [AWIDTH:0]  rgray_step1;         
    reg [AWIDTH:0]  rgray_wsync;         
    wire [AWIDTH:0] rgray_wsync_bin;     
    reg [AWIDTH:0]  wbincounter;         
    wire [AWIDTH:0] wbincounter_next;    
    assign waddr = wbincounter[AWIDTH-1:0];  
    assign wen = wdv && !wfull;              
    always @(posedge wclk, negedge arst_n) 
        begin
            if (!arst_n) 
                begin
                    rgray_step1 <= 0;
                    rgray_wsync  <= 0;
                end 
            else 
                begin
                    rgray_step1 <= rgray;              
                    rgray_wsync <= rgray_step1;        
                end
        end
    always @(posedge wclk, negedge arst_n) 
        begin
            if (!arst_n)
                wbincounter <= 0;
            else
                wbincounter <= wbincounter_next;
        end
    assign wbincounter_next = (wdv && !wfull) ? (wbincounter + 1'b1) : wbincounter;
    bin2gray #( .SIZE(AWIDTH+1) ) bin2gray ( .bin (wbincounter), .gray (wgray) );
    gray2bin #( .SIZE(AWIDTH+1) ) gray2bin ( .gray (rgray_wsync), .bin (rgray_wsync_bin) );
    always @(posedge wclk, negedge arst_n) 
        begin
            if (!arst_n)
                wfull <= 0;
            else 
                begin
                    wfull <= (rgray_wsync_bin == {~wbincounter_next[AWIDTH], wbincounter_next[AWIDTH-1:0]});
                end
        end
endmodule
```

==> out/results.txt <==
RePlAce Congestion: 0.800
wire length of the first global-routing pass: 19.1 mm
critical path class: in2reg
Max VDD drop: 0.404 mV
first drt pass iteration count: 6
class of the tightest hold or removal check: reg2reg
startpoint class of the critical path: input pin
final slew viol count: 0
count of port buffers added during placement: 38
transition time at the pin with the least slew margin: 0.869 ns
top flip-flop cell by instance count after synthesis: sky130_fd_sc_hd__edfxtp_1
crit path max fanout: 21
Yosys top cell by area: sky130_fd_sc_hd__edfxtp_1
critical path capture point type: flip-flop
synthesis-stage register bit count: 171
Layout Utilization: 61.8%
number of hold violations in the final report: 0
tool warning count: 29
number of enable-type register cells in the synthesized netlist: 128
DRC viols: 0
largest net degree at the start of global routing: 46
count of unique library cells instantiated by Yosys: 29
detailed placer's ending HPWL: 7.04 mm
status: complete, no violations
cells taking the most area after synthesis: sky130_fd_sc_hd__edfxtp_1 (58%), sky130_fd_sc_hd__dfrtp_1 (16%), sky130_fd_sc_hd__mux2i_1 (9.9%)
number of nets still failing antenna checks after routing: 0
yosys cell count: 398
chip area: 13600 µm²
Ys Warns: 4
antenna violations before repair: 0
Commonest Layout Cell: sky130_fd_sc_hd__edfxtp_1
vias after detailed routing: 3435
GRT Total Usage: 21.5%
DIE WIDTH: 117 µm
vias in the first global route: 3624
Hold Buf Count CTS: 0
critical path required time: 4.18 ns
fp util: 51.7%
Seq share, synth: 74.7%
sum of negative setup slack: 0 ns
final number of setup-violating endpoints: 0
violation count after the first detailed-route iteration: 201
post-cts repair resize count: 0
top-level port count: 40
Comb area: 1540 µm²
vertical die dimension: 117 µm
clock sink count: 171
total grt overflow: 0
Final Total Pwr: 6.01 mW
diodes inserted: 0
Rel. slew slack: 42.1%
FF/Latch Area: 4920 µm²
layout filler cell count: 963
TritonCTS clock tree: yes
Hold Worst Slack: 0.311 ns
Pleak: 2.95 nW
clock-pin slew of the registers on the worst-case setup and hold paths: 0.06 ns
routed via count divided by cell count: 5.42
share of final-layout standard cells stronger than drive strength 1: 11.7%
Layout area overhead: 19.4%
final worst clock skew: 0.0106 ns
setup repair after global routing missed its margin: false
wirelength, routed: 12.2 mm
endpoint arrival time on the critical path: 2.70 ns
standard cell core area: 12700 µm²
count of max-cap constraint violations: 0
post-synthesis average cell area: 16.5 µm²
cell count after synthesis: 398
Avg WL per Cell: 19.2 µm
combined area of all synthesized cells: 6580 µm²
proportion of register bits with asynchronous set or reset after synthesis: 25.1%
Yosys top cell area share: 58.4%
chip area line of the yosys report: 6580 µm²
areal power density over the cells: 765 nW/µm²
row count: 41
post-CTS setup-driven buffer insertion count: 0
Top cells excl fill/tap: sky130_fd_sc_hd__edfxtp_1 (128), sky130_fd_sc_hd__mux2i_1 (65), sky130_fd_sc_hd__dfrtp_1 (42), sky130_fd_sc_hd__nand2_1 (37), sky130_fd_sc_hd__clkdlybuf4s50_1 (37)
critical path, stage by stage:
cell and delay [ns]:
sky130_fd_sc_hd__clkdlybuf4s50_1 0.42, sky130_fd_sc_hd__nand2b_1 0.08, sky130_fd_sc_hd__buf_4 0.28, sky130_fd_sc_hd__inv_1 0.07, sky130_fd_sc_hd__buf_4 0.23, sky130_fd_sc_hd__or3_1 0.36
sky130_fd_sc_hd__o21ai_0 0.11, sky130_fd_sc_hd__a221oi_1 0.13, sky130_fd_sc_hd__a211oi_1 0.22
report_power, final:
| part | switching [mW] | internal [mW] | leakage, nW |
|---|---|---|---|
| logic | 0.767 | 0.693 | 0.911 |
| registers | 0.290 | 2.33 | 1.68 |
| clock network | 0.721 | 1.21 | 0.358 |
| total | 1.78 | 4.23 | 2.95 |
layout make-up:
type,instances,area share [%]
Sequential cell,171,62.6
Multi-Input combinational cell,202,19.6
Clock buffer,23,7.05
Timing Repair Buffer,46,5.54
Tap cell,172,2.74
Clock inverter,16,2.29
Inverter,4,0.191
metrics by stage:
stage	std cells	worst slack, ns	cell area, µm²
floorplan	398	1.95	6580
global placement	595	1.17	7130
detailed placement	595	1.08	7130
CTS	634	1.49	7860
global route	634	1.34	7860
finish	634	1.48	7860
kinds of logic after synthesis:
kind of cell             share of synthesized area [%]
flip-flops                                        74.7
multiplexers                                      9.88
adder cells (fa/ha/maj)                           1.33
XOR/XNOR                                          2.24
AND/OR/NAND/NOR                                   5.57
AND-OR/OR-AND                                     4.35
buffers and inverters                             1.88
synth_stat cells (all sizes together) (6+ instances only):
library cell	number
edfxtp	128
mux2i	65
dfrtp	43
nand2	37
a22oi	33
nand3	19
buf	12
clkbuf	9
xor2	9
ha	7
xnor2	7
and2	6
worst paths after layout:
check / to / slack (ns) / start / cells past startpoint
min in group asynchronous: wlogic.rgray_step1[2] / 0.47 / arst_n / 2
min in group clk0: rlogic.wgray_rsync[2] / 0.35 / rlogic.wgray_step1[2] / 0
min reg2reg: wlogic.rgray_step1[3] / 0.31 / rlogic.rbincounter[3] / 0
max in group clk1: dualport_ram.mem[2][12] / 1.52 / wdv / 4
max: rlogic.rempty / 1.48 / rrq / 9
max reg2reg: dualport_ram.rdata[1] / 1.77 / rlogic.rbincounter[1] / 5
min: wlogic.rgray_step1[3] / 0.31 / rlogic.rbincounter[3] / 0
max in group asynchronous: rlogic.rbincounter[1] / 2.97 / arst_n / 2
state kept, by name (all words and copies together) (netlist names):
register and cells:
rlogic.wgray_rsync 4, wlogic.wbincounter 4, rlogic.wgray_step1 4, dualport_ram.rdv 1
dualport_ram.mem 128, wlogic.rgray_step1 4, wlogic.wfull 1, rlogic.rbincounter 4
rlogic.rempty 1, dualport_ram.rdata 16, wlogic.rgray_wsync 4
routing by layer:
metal / track usage (%) / vias up / share of wire [%]
li1: - / 1598 / -
met1: 31.1 / 1666 / 40
met2: 31.2 / 144 / 47
met3: 12.0 / 27 / 11
met4: 5.49 / 0 / 3.0
met5: 0 / - / 0
Power is estimated from default activity; no workload was simulated.
